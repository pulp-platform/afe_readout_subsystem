==> design/flow/design.v <==
module afe_l2_addrgen #( 
  parameter AWIDTH     = 18,
  parameter TRANS_SIZE = 16
) (
  input  logic                  clk_i,
  input  logic                  rst_ni,
  input  logic                  test_mode_i,
  input  logic     [AWIDTH-1:0] cfg_startaddr_i,
  input  logic [TRANS_SIZE-1:0] cfg_size_i,
  input  logic            [1:0] cfg_datasize_i,
  input  logic                  cfg_continuous_i,
  input  logic                  cfg_en_i,
  input  logic                  cfg_clr_i,
  output logic     [AWIDTH-1:0] cfg_curr_addr_o,
  output logic [TRANS_SIZE-1:0] cfg_wr_ptr_o,
  output logic [TRANS_SIZE-1:0] cfg_bytes_left_o,
  output logic                  cfg_en_o,
  output logic                  event_o,
  input  logic                  transfer_valid_i
  );             
  logic     [AWIDTH-1:0] address_q, address_n;
  logic [TRANS_SIZE-1:0] cnt_q, cnt_n;
  logic en_q, en_n;
  logic event_q, event_n;
  logic [TRANS_SIZE-1:0] datasize_incr;
  logic                  last_transfer;
  assign cfg_en_o         = en_q;
  assign event_o          = event_q;
  assign cfg_curr_addr_o  = address_q;
  assign cfg_bytes_left_o = cnt_q;
  assign cfg_wr_ptr_o     = address_q - cfg_startaddr_i;
  assign last_transfer    = (cnt_q <= datasize_incr);  
  always_comb begin
    case (cfg_datasize_i)
      2'b00:   datasize_incr = 'd1;
      2'b01:   datasize_incr = 'd2;
      2'b10:   datasize_incr = 'd4;
      default: datasize_incr = 'd4;
    endcase
  end
  always_comb begin
    cnt_n     = cnt_q;
    address_n = address_q;
    en_n      = en_q;
    event_n   = 1'b0;
    if(cfg_en_i & ~en_q) begin
      cnt_n     = cfg_size_i;
      address_n = cfg_startaddr_i;
      en_n      = 1'b1;
    end
    else if (cfg_clr_i) begin
      cnt_n     =  '0;
      address_n =  '0;
      en_n      = 1'b0;
    end
    else if (en_q) begin
      event_n = transfer_valid_i && (last_transfer || (cnt_q == ((cfg_size_i>>1) + datasize_incr)));
      if (last_transfer & transfer_valid_i) begin
        if (~cfg_continuous_i & ~cfg_en_i) begin
          cnt_n     =  '0;
          address_n =  '0;
          en_n      = 1'b0;
        end
        else begin
          cnt_n     = cfg_size_i;
          address_n = cfg_startaddr_i;
          en_n      = 1'b1;
        end
      end
      else if (transfer_valid_i) begin
        cnt_n     = cnt_q     - datasize_incr;
        address_n = address_q + datasize_incr;
      end
    end
  end
  always_ff @(posedge clk_i, negedge rst_ni) begin
    if(~rst_ni) begin
      address_q <=  '0;
      cnt_q     <=  '0;
      en_q      <= 1'b0;
      event_q   <= 1'b0;
    end 
    else begin
      event_q   <= event_n;
      if (cfg_en_i | cfg_clr_i | transfer_valid_i) begin
        address_q <= address_n;
        cnt_q     <= cnt_n;
        en_q      <= en_n;
      end
    end
  end
endmodule
==> design/flow/run.sh <==
#!/bin/bash
# OpenROAD 26Q1-2900-gdf79404cd8, Yosys 0.63+post, stock flow scripts
make -C /OpenROAD-flow-scripts/flow DESIGN_CONFIG=/design/flow/config.mk WORK_HOME=/design/flow/orfs finish
==> design/flow/config.mk <==
export PLATFORM = sky130hd
export DESIGN_NAME = afe_l2_addrgen
export DESIGN_NICKNAME = afe_l2_addrgen
export VERILOG_FILES = /design/flow/design.v
export SDC_FILE = /design/flow/constraint.sdc
export NUM_CORES = 4
export LEC_CHECK = 1
export CORE_UTILIZATION = 40
==> design/flow/constraint.sdc <==
current_design afe_l2_addrgen

set clk_period 5.2
set clk_io_pct 0.2

create_clock -name clk0 -period $clk_period [get_ports {clk_i}]

set non_clock_inputs [all_inputs -no_clocks]
set_input_delay [expr $clk_period * $clk_io_pct] -clock clk0 $non_clock_inputs
set_output_delay [expr $clk_period * $clk_io_pct] -clock clk0 [all_outputs]
==> flow_summary.yaml <==
# implementation run metrics
die:
  die_w_um: 97.9
  placement_rows: 34
  core_area_um2: 8810
  initial_utilization: 0.418
  chipArea_um2: 9590
  top_level_ports: 95
  overall_die_height_um: 97.9
sta:
  worstMarginPinSlew_ns: 0.834
  period_used_share: 0.962
  fin_tns_setup_ns: 0
  finalHoldViolations: 0
  fmax_mhz: 200
  worst_clock_skew_ns: 0.0139
  setup-violations-final: 0
  final-max-slew-violation-count: 0
  layout_min_cycle_time_ns: 5.00
  relSlewSlack: 0.444
  rsz0062_at_grt: "false"
routing:
  routed_via_density: 5.72
  detail_route.first_pass.iterations: 25
  final_antenna_net_count: 0
  wl_per_cell_um: 15.9
  num_antenna_cells: 0
  drt_iter0_markers: 145
  detail_route.drc_violations: 0
  routed_wl_mm: 10.5
  detailroute.via_count: 3802
setup_path:
  timing.critical_path.fanout_max: 4
  path_cells: "clkdlybuf4s50_1, inv_1, ha_1, or3_1, or4_1, o21ai_0, o211ai_1, a21oi_1, xnor2_1, clkdlybuf4s50_1"
  r2r-end: "cnt_q[13]$_DFFE_PN0P_"
  critical-path-top-cell-by-count: "sky130_fd_sc_hd__clkdlybuf4s50_1"
  critical_path.startpoint_type: "primary input"
  critical_path_class: "in2out"
  cp-end-kind: "output port"
  timing.critical_path.from: "cfg_startaddr_i[6]"
  critical-path-max-stage-delay_ns: 0.49
  setup.reg_to_reg.worst_slack_ns: 2.32
  worst_ep_arrival_time_ns: 3.96
  reg2reg_depth: 10
  required_ns: 4.16
  crit_slowest_cell: "sky130_fd_sc_hd__clkdlybuf4s50_1"
  worstReg2RegStart: "cnt_q[0]$_DFFE_PN0P_"
yosys:
  postSynthAreaPerCell_um2: 7.85
  async_reset_ff_frac: 1.00
  yosysCellCount: 469
  area_leaders: "sky130_fd_sc_hd__dfrtp_1 (24%), sky130_fd_sc_hd__ha_1 (7.5%), sky130_fd_sc_hd__xnor2_1 (6.4%), sky130_fd_sc_hd__o21ai_0 (5.0%), sky130_fd_sc_hd__a21oi_1 (4.8%)"
  top_cell_area_share: 0.245
  number_of_distinct_library_cell_variants_in_the_gate_level_netlist_after_synthesis: 65
  ys_warn_count: 1
  synth_top_cell_by_area: "sky130_fd_sc_hd__dfrtp_1"
  synth-main-ff-cell: "sky130_fd_sc_hd__dfrtp_1"
  ys_area_um2: 3680
  seq_area_frac_synth: 0.245
  ys_ff: 36
  edf_count: 0
  synth.cell_area_um2: 3680
  netlist_instances: 469
clocking:
  clock_tree_from_tritoncts: "yes"
  cts-htree-levels: 2
  cts.sinks: 36
  numCtsBuffers: 5
  worstSkewPairLatency_ns: 0.29
  library_cell_used_as_clock_root_buffer: "sky130_fd_sc_hd__clkbuf_8"
  clock_path_buffers: 2
  post_cts_buffers: 0
  path_clk_slew_ns: 0.07
power:
  max-vdd-ir-drop_v: 0.000143
  power.static_leakage_nw: 1.98
  power.density_cell_area_nw_per_um2: 363
  power_mw: 1.73
global_routing:
  grt_antenna_before_repair: 0
  grt_overflow_total: 0
  largest_net_degree_at_the_start_of_global_routing: 37
  grt_usage: 0.230
  first_global_vias: 3489
  first_pass_grt_wire_length_mm: 17.7
place:
  place.port_buffers: 93
  gp_congestion: 0.895
  detailed_place.area_um2: 4670
  hpwlAfterDp_mm: 7.82
hold_path:
  min_delay_worst_endpoint: "address_q[16]$_DFFE_PN0P_"
  hold_path_depth: 1
  worst_hold_path_type: "reg2reg"
  holdCritStartpoint: "address_q[16]$_DFFE_PN0P_"
finish:
  final_core_utilization: 0.541
  drive_above_1_share: 0.0521
  synthToLayoutAreaGrowth_pct: 29.5
  final-comb-area_um2: 2530
  register_area_um2: 901
  fillers: 819
  stdcell_area_um2: 4770
job:
  warning_count: 26
  max_cap_viol_count: 0
status:
  status: "finished clean"
layout make-up:
cell class / instances / area share
multi-input cells: 381 / 0.530
repair buffers: 101 / 0.207
flip-flops and latches: 36 / 0.189
well taps: 108 / 0.0284
inverters: 32 / 0.0252
clock buffers: 7 / 0.0202
metal layers:
metal / wire [µm] / track usage / share of wire / up-vias
met5: 0 / 0 / 0 / -
met1: 5200 / 0.368 / 0.49 / 1790
li1: - / - / - / 1895
met2: 4750 / 0.352 / 0.45 / 115
met4: 27 / 0.00932 / 0.0026 / 0
met3: 575 / 0.0342 / 0.055 / 2
where the power goes:
part	switching [mW]	internal (mW)	total, mW
sequential	0.147	0.356	0.503
combinational	0.425	0.579	1.00
clock	0.107	0.118	0.225
total	0.678	1.05	1.73
kinds of logic (layout without fill, tap and decap cells):
group | count (synthesis) | after routing | synth area share
fa+ha+maj | 25 | 25 | 0.0884
mux | 3 | 3 | 0.00816
flops | 36 | 36 | 0.245
buf+inv | 52 | 140 | 0.0683
compound gates | 147 | 147 | 0.268
simple gates | 169 | 169 | 0.234
xor+xnor | 37 | 37 | 0.0881
per-stage QoR:
stage	setup slack [ns]	hold slack, ns	cells
after global placement	0.149	0.531	658
after floorplan	1.24	0.478	469
after global routing	0.0425	0.569	665
final	0.196	0.534	665
after CTS	0.156	0.545	665
after detailed placement	0.147	0.535	658
Yosys cell counts, drive strengths merged (4+ instances only):
master,number
nor2b,10
nor4,6
inv,32
nand2,38
a31oi,10
a21boi,5
buf,8
a21oi,35
or3,7
a221o,13
nand3,16
xor2,10
o211ai,4
o21a,5
and3,5
nand4,6
xnor2,27
clkbuf,12
a221oi,4
o21ai,40
nor3,21
dfrtp,36
o311ai,4
ha,22
nor2,44
worst max path at each step:
| stage | cells after the start | endpoint |
|---|---|---|
| 5_1_grt | 10 | cfg_wr_ptr_o[13] |
| 6_report | 10 | cfg_wr_ptr_o[15] |
| 4_1_cts | 12 | cfg_wr_ptr_o[14] |
cells in the final DEF, fill, tap and decap left out, types with 3 or more instances in the layout:
cell	instances
sky130_fd_sc_hd__a21boi_0	4
sky130_fd_sc_hd__o21a_1	5
sky130_fd_sc_hd__clkdlybuf4s50_1	92
sky130_fd_sc_hd__clkbuf_8	7
sky130_fd_sc_hd__a221oi_1	4
sky130_fd_sc_hd__xor2_1	10
sky130_fd_sc_hd__dfrtp_1	36
sky130_fd_sc_hd__nor3_1	19
sky130_fd_sc_hd__nor2_1	44
sky130_fd_sc_hd__ha_1	22
sky130_fd_sc_hd__a221o_1	13
sky130_fd_sc_hd__nand4_1	5
sky130_fd_sc_hd__o22ai_1	3
sky130_fd_sc_hd__o21ai_0	37
sky130_fd_sc_hd__a31oi_1	10
sky130_fd_sc_hd__nand2b_1	3
sky130_fd_sc_hd__o211ai_1	4
sky130_fd_sc_hd__nor2b_1	10
sky130_fd_sc_hd__mux2i_1	3
sky130_fd_sc_hd__nor4_1	6
sky130_fd_sc_hd__a211o_1	3
sky130_fd_sc_hd__a21o_1	3
sky130_fd_sc_hd__and3_1	5
sky130_fd_sc_hd__nand3_1	16
sky130_fd_sc_hd__xnor2_1	27
sky130_fd_sc_hd__nand2_1	38
sky130_fd_sc_hd__a21oi_1	35
sky130_fd_sc_hd__or3_1	7
sky130_fd_sc_hd__inv_1	32
sky130_fd_sc_hd__o311ai_1	4
sky130_fd_sc_hd__buf_4	8
registers in the layout (all words and copies together), names as in the netlist:
signal,flops
cnt_q,16
en_q,1
address_q,18
event_q,1
critical path: cells and delay by family:
family	cells	cell delay [ns]
and+or+nand+nor	2	0.83
xor gates and xnor gates	1	0.13
AOI/OAI and AO/OA	3	0.75
buffers and inverters	3	1.01
adders and majority gates	1	0.21
repair_timing:
item / CTS / global route
hold buffers: 0 / 0
setup endpoints to repair: 0 / 1
resized: 0 / 1
Power is estimated from default activity; no workload was simulated.
