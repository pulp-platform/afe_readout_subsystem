<file path="design.v">
module afe_sync_if #(
  parameter AFE_DATA_WIDTH  = 32,
  parameter AFE_NUM_CHS     = 8,
  parameter AFE_CHID_LSB    = 28,
  parameter AFE_CHID_WIDTH  = 4
) (
  input  logic                      clk_i,
  input  logic                      rst_ni,
  input  logic                      test_mode_i,
  input  logic    [AFE_NUM_CHS-1:0] afe_ch_mask_i,
  input  logic                      afe_ch_en_mode_i,
  input  logic [AFE_CHID_WIDTH-1:0] afe_ch_en_chid_i,
  input  logic                      buff_cfg_en_i,
  input  logic                      buff_cfg_clr_i,
  input  logic                      afe_valid_async_i,
  output logic                      afe_valid_sync_o,
  input  logic [AFE_DATA_WIDTH-1:0] afe_data_async_i,
  output logic [AFE_DATA_WIDTH-1:0] afe_data_sync_o,
  input  logic                      buff_ready_i
);
  logic  [AFE_CHID_WIDTH-1:0] afe_ch_id;
  logic                 [2:0] afe_data_valid_sync;
  logic  [AFE_DATA_WIDTH-1:0] afe_data_sync;
  logic     afe_valid_q, afe_valid_n;
  logic     afe_vld_edge, afe_vld_edge_del;
  logic     afe_ro_en;
  enum logic [1:0] { WAIT, ARMED, ENABLED } afe_ro_en_cs, afe_ro_en_ns;
  assign afe_ch_id = afe_data_sync[AFE_CHID_LSB +: AFE_CHID_WIDTH];
  assign afe_valid_sync_o = afe_valid_q;
  assign afe_data_sync_o  = afe_data_sync;
  assign afe_vld_edge = (afe_data_valid_sync[1] & ~afe_data_valid_sync[2]) | (~afe_data_valid_sync[1] & afe_data_valid_sync[2]);
  always_comb begin
    afe_ro_en_ns  = afe_ro_en_cs;
    afe_ro_en     = 1'b1;
    case (afe_ro_en_cs)
      WAIT: begin
        afe_ro_en     = 1'b0;
        if (buff_cfg_en_i) begin
          if (afe_ch_en_mode_i)
            afe_ro_en_ns = ARMED;
          else
            afe_ro_en_ns = ENABLED;
        end
      end
      ARMED: begin
        afe_ro_en     = 1'b0;
        if (afe_vld_edge_del && (afe_ch_en_chid_i == afe_ch_id)) begin
          afe_ro_en     = 1'b1;
          afe_ro_en_ns  = ENABLED;
        end
        if (buff_cfg_clr_i)
          afe_ro_en_ns = WAIT;
      end
      ENABLED: begin
        if (buff_cfg_clr_i)
          afe_ro_en_ns = WAIT;
      end
    endcase
  end
  always_comb begin
    afe_valid_n = afe_valid_q;
    if (afe_vld_edge_del & afe_ch_mask_i[afe_ch_id] & afe_ro_en)
      afe_valid_n = 1'b1;
    else if (afe_valid_q & buff_ready_i)
      afe_valid_n = 1'b0;
  end
  always_ff @(posedge clk_i, negedge rst_ni) begin
    if (~rst_ni) begin
      afe_valid_q             <= 1'b0;
      afe_vld_edge_del        <= 1'b0;
      afe_data_valid_sync     <= '0;
      afe_data_sync           <= '0;
      afe_ro_en_cs            <= WAIT;
    end
    else begin
      afe_data_valid_sync[0]  <= afe_valid_async_i;
      afe_data_valid_sync[1]  <= afe_data_valid_sync[0];
      afe_data_valid_sync[2]  <= afe_data_valid_sync[1];
      afe_valid_q             <= afe_valid_n;
      afe_vld_edge_del        <= afe_vld_edge;
      afe_ro_en_cs            <= afe_ro_en_ns;
      if (afe_vld_edge) 
        afe_data_sync <= afe_data_async_i;
    end
  end
endmodule
</file>
<file path="run.sh">
#!/bin/bash
# OpenROAD 26Q1-2900-gdf79404cd8, Yosys 0.63+post, stock flow scripts
make -C /OpenROAD-flow-scripts/flow DESIGN_CONFIG=/design/flow/config.mk WORK_HOME=/design/flow/orfs finish
</file>
<file path="config.mk">
export PLATFORM = sky130hd
export DESIGN_NAME = afe_sync_if
export DESIGN_NICKNAME = afe_sync_if
export VERILOG_FILES = /design/flow/design.v
export SDC_FILE = /design/flow/constraint.sdc
export NUM_CORES = 4
export LEC_CHECK = 1
export CORE_UTILIZATION = 40
</file>
<file path="constraint.sdc">
current_design afe_sync_if

set clk_period 5.1
set clk_io_pct 0.2

create_clock -name clk0 -period $clk_period [get_ports {clk_i}]

set non_clock_inputs [all_inputs -no_clocks]
set_input_delay [expr $clk_period * $clk_io_pct] -clock clk0 $non_clock_inputs
set_output_delay [expr $clk_period * $clk_io_pct] -clock clk0 [all_outputs]
</file>
==> summary.txt <==
fresh numbers from the pnr run: IO Pins=85, clock power share=0.264, Worst Hold Class=flop to flop, Root Driver=clkbuf_8, post-synth area from yosys stat=between 1500 and 2000 sq um, Via density=4.83, Max IR drop VDD=roughly 0.24 mV, Top delay family on crit path=flip-flops, total routed wirelength=3100 um, Slew Viols, Final=0, hold_ws=0.353 ns, endpoint type of the worst setup path=output pin, Initial DRC Count=23, met3 usage=0.0546, IO Port Bufs=83, fin crit period=2.35 ns, H-tree level count=2, die width=65.6 um, # Cells Yosys=103, WS Path Type=flop to output pin, max cap viols=0, fill cell count=260, Post-CTS Setup Bufs=0, Latency at later pin=0.28 ns, DP HPWL=2350 um, synthesis-to-finish area growth=59.7%, most common cell in the synthesized netlist=dfrtp_1, switching pwr=approximately 180 uW, first-pass detailed-route iteration total=4, switch share=0.224, grt peak-use layer=met2, cells after synthesis=103, Log Warnings=27, RSZ-0062 raised after global routing=no, Die Y-Extent=65.6 um, status=finished, final reports clean, row count=22, Post-synth EDFFs=0, Seq cells post-synth=around 40, remaining global-route overflow=0, CP startpoint kind=flop, main area contributors=dfrtp_1, mux2_2, xor2_1, crit-path max cell delay=~0.52 ns, Fin. Hold Viols=0, hold_buf cts=0, Worst Path Arrival=1.33 ns, wire per inst=between 10 and 15 um, met2 Resource Use GR=0.251, Synth Warn #=1, Final period util=0.461, syn_area_per_cell=around 16 sq um, first-pass GRT wire length=slightly below 5000 um, DIE AREA=between 4000 and 5000 sq um, Routability Congestion=0.747, internal power=624 uW, Seq pwr share=0.492, Crit. path cell count=1, Sink Count=about 40, largest net degree at the start of global routing=a little over 40, CTS tree=yes, GR Layer Usage met1=0.217, WP buf/inv=1, Yosys top cell area share=0.602, worst setup margin=2.75 ns, CTS Buffer Depth=2, DP Worst Slack=2.71 ns, fmax=425 MHz, # diodes=0, # resized after CTS=0, final setup fails=0, CTS Buf Count=5, Slew @ Worst Pin=around 0.65 ns, final core occ=0.686, Sum Neg Setup Slack=0 ns, Worst slew margin=0.567, register-to-register path setup slack=3.29 ns, hold path depth=0, PD cells=between 300 and 400 nW/um^2, FP Core Util=0.430, vias in the first global route=1114, CP Cell Sequence=clkdlybuf4s50_1, Async SR Flop Fraction=1.00, FF-to-FF path depth=3, ys flop type=dfrtp_1, layout cells sized above 1=0.245, clk slew on worst S/H paths=0.07 ns, Comb power frac=0.244, DR vias=~1200, Post-synth top cells=dfrtp_1, mux2_2, xor2_1, buf_6, mux2i_1, GRT Util Overall=0.156, Synth area leader=dfrtp_1, CP max stage cell=dfrtp_1, antenna violations before repair=0, core area=3770 sq um, CP required=roughly 4.1 ns, drt drc=0, CP max FO=7, Leakage Power=roughly 0.0010 uW, number of routed nets with antenna violations=0, Netlist Area Pre-Place=1620 sq um, Setup Skew=0.00431 ns, Post-synth seq share=0.619, Yosys cell types=23
## layer usage
metal	routed length, um	vias up
li1	-	545
met1	1270	566
met2	1530	45
met3	277	2
met4	19	0
met5	0	-
## cell type report
type / count / area (sq um) / area share
Clock inverter: 1 / 7.51 / 0.00290
Multi-Input combinational cell: 57 / 583 / 0.225
Clock buffer: 7 / 86.3 / 0.0334
Tap cell: 48 / 60.1 / 0.0232
Inverter: 2 / 7.51 / 0.00290
Sequential cell: 40 / 1000 / 0.387
Timing Repair Buffer: 85 / 841 / 0.325
## stage by stage
step                power [uW]  cell area [sq um]  cells
floorplan                  465               1620    103
global placement           598               2490    232
detailed placement         602               2490    232
CTS                        820               2590    240
global route               852               2590    240
finish                     804               2590    240
## cells by family (layout without fill, tap and decap cells)
family                    after synthesis  after routing  synth area share
AOI/OAI and AO/OA                      10             10            0.0471
xor gates and xnor gates                5              5            0.0317
buffers and inverters                   6             95            0.0286
DFF                                    40             40             0.619
muxes                                  36             36             0.248
and+or+nand+nor                         6              6            0.0262
## final timing paths
path,end,from
setup / recovery,afe_data_sync_o[29],afe_data_sync[29]$_DFFE_PN0P_
hold / removal,afe_data_valid_sync[1]$_DFF_PN0_,afe_data_valid_sync[0]$_DFF_PN0_
setup reg to reg,afe_data_sync[29]$_DFFE_PN0P_,afe_data_valid_sync[2]$_DFF_PN0_
hold reg to reg,afe_data_valid_sync[1]$_DFF_PN0_,afe_data_valid_sync[0]$_DFF_PN0_
max in group asynchronous,afe_ro_en_cs[0]$_DFF_PN1_,rst_ni
min in group asynchronous,afe_data_sync[5]$_DFFE_PN0P_,rst_ni
## power groups by stage
stage	clock network (uW)	logic [uW]	registers (uW)
after CTS	222	201	397
after global routing	234	215	403
final	212	196	396
## cell usage in the layout (no fill, tap or decap), drive strengths merged, types with 3 or more instances in the layout
cell and instances:
dfrtp 39, clkdlybuf4s50 82, xor2 5, mux2i 3, buf 3, mux2 33
clkbuf 7
## state kept, by name (all words and copies together) (netlist names)
register / flops
afe_data_sync: 32
afe_data_valid_sync: 3
afe_ro_en_cs: 3
afe_valid_q: 1
afe_vld_edge_del: 1
No activity file was given, so power comes from the tool's default toggle rates.
