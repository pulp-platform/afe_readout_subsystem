## /design/flow/design.v

```verilog
module afe_reg_if #(
  parameter AFE_RX_TYPE       = 0,
  parameter AFE_NUM_CHS       = 8,
  parameter AFE_CHID_WIDTH    = 4,
  parameter AFE_SUBCHID_WIDTH = 2,
  parameter AFE_FLAG_WIDTH    = 4,
  parameter BUFF_AWIDTH       = 10,
  parameter BUFF_TRANS_SIZE   = 10,
  parameter L2_AWIDTH_NOAL    = 12,
  parameter L2_TRANS_SIZE     = 16,
  parameter L2_NUM_CHS        = 8,
  parameter FLAG_CNT_WIDTH    = 8
) (
  input  logic                       clk_i,
  input  logic                       rst_ni,
  input  logic                       test_mode_i,
  input  logic                [31:0] cfg_wdata_i,
  input  logic                [10:0] cfg_addr_i,
  input  logic                       cfg_valid_i,
  input  logic                       cfg_rwn_i,
  output logic                [31:0] cfg_rdata_o,
  output logic                       cfg_ready_o,
  output logic                       cfg_flag_en_o,
  output logic  [AFE_FLAG_WIDTH-1:0] cfg_flag_mask_o,
  input  logic                [31:0] cfg_flag_data_i,
  input  logic  [FLAG_CNT_WIDTH-1:0] cfg_flag_cnt_i,
  output logic                       cfg_flag_clr_o,
  output logic     [BUFF_AWIDTH-1:0] cfg_buff_startaddr_o,
  output logic [BUFF_TRANS_SIZE-1:0] cfg_buff_size_o,
  output logic                       cfg_buff_continuous_o,
  output logic                       cfg_buff_overflow_o,
  output logic                       cfg_buff_en_o,
  output logic                       cfg_buff_clr_o,
  output logic [BUFF_TRANS_SIZE-1:0] cfg_buff_flevel_o,
  input  logic                       cfg_buff_en_i,
  input  logic     [BUFF_AWIDTH-1:0] cfg_buff_curr_waddr_i,
  input  logic     [BUFF_AWIDTH-1:0] cfg_buff_curr_raddr_i,
  input  logic [BUFF_TRANS_SIZE-1:0] cfg_buff_bytes_left_i,
  output logic     [AFE_NUM_CHS-1:0] cfg_afe_ch_mask_o,
  output logic                       cfg_afe_ch_en_mode_o,
  output logic  [AFE_CHID_WIDTH-1:0] cfg_afe_ch_en_chid_o,
  output logic                 [1:0] cfg_data_mask_mode_o,
  output logic [L2_NUM_CHS-1:0]   [L2_AWIDTH_NOAL-1:0] cfg_l2_startaddr_o,
  output logic [L2_NUM_CHS-1:0]    [L2_TRANS_SIZE-1:0] cfg_l2_size_o,
  output logic [L2_NUM_CHS-1:0]                  [1:0] cfg_l2_datasize_o,
  output logic [L2_NUM_CHS-1:0]                        cfg_l2_continuous_o,
  output logic [L2_NUM_CHS-1:0]                        cfg_l2_en_o,
  output logic [L2_NUM_CHS-1:0]                        cfg_l2_clr_o,
  output logic [L2_NUM_CHS-1:0][AFE_SUBCHID_WIDTH-1:0] cfg_l2_subchid_o,
  output logic [L2_NUM_CHS-1:0]   [AFE_CHID_WIDTH-1:0] cfg_l2_chid_o,
  input  logic [L2_NUM_CHS-1:0]                        cfg_l2_en_i,
  input  logic [L2_NUM_CHS-1:0]   [L2_AWIDTH_NOAL-1:0] cfg_l2_curr_addr_i,
  input  logic [L2_NUM_CHS-1:0]    [L2_TRANS_SIZE-1:0] cfg_l2_bytes_left_i
);
  logic     [BUFF_AWIDTH-1:0] r_buff_startaddr;
  logic [BUFF_TRANS_SIZE-1:0] r_buff_size;
  logic                       r_buff_continuous;
  logic                       r_buff_overflow;
  logic                       r_buff_en;
  logic                       r_buff_clr;
  logic [BUFF_TRANS_SIZE-1:0] r_buff_flevel;
  logic     [AFE_NUM_CHS-1:0] r_afe_ch_mask;
  logic                       r_afe_ch_en_mode;
  logic  [AFE_CHID_WIDTH-1:0] r_afe_ch_en_chid;
  logic                 [1:0] r_data_mask_mode;
  logic                       r_flag_en;
  logic  [AFE_FLAG_WIDTH-1:0] r_flag_mask;
  logic [L2_NUM_CHS-1:0]   [L2_AWIDTH_NOAL-1:0] r_l2_startaddr;
  logic [L2_NUM_CHS-1:0]    [L2_TRANS_SIZE-1:0] r_l2_size;
  logic [L2_NUM_CHS-1:0]                  [1:0] r_l2_datasize;
  logic [L2_NUM_CHS-1:0]                        r_l2_continuous;
  logic [L2_NUM_CHS-1:0]                        r_l2_en;
  logic [L2_NUM_CHS-1:0]                        r_l2_clr;
  logic [L2_NUM_CHS-1:0][AFE_SUBCHID_WIDTH-1:0] r_l2_subchid;
  logic [L2_NUM_CHS-1:0]   [AFE_CHID_WIDTH-1:0] r_l2_chid;
  logic  [2:0] s_reg_sel_w, s_reg_sel_r;
  logic  [4:0] s_ch_sel_w, s_ch_sel_r;
  assign s_reg_sel_w = (cfg_valid_i & ~cfg_rwn_i) ? cfg_addr_i[2:0] : 'h0;
  assign s_reg_sel_r = (cfg_valid_i &  cfg_rwn_i) ? cfg_addr_i[2:0] : 'h0;
  assign s_ch_sel_w  = (cfg_valid_i & ~cfg_rwn_i) ? cfg_addr_i[7:3] : 'h0;
  assign s_ch_sel_r  = (cfg_valid_i &  cfg_rwn_i) ? cfg_addr_i[7:3] : 'h0;
  assign cfg_l2_startaddr_o    = r_l2_startaddr;
  assign cfg_l2_size_o         = r_l2_size;
  assign cfg_l2_datasize_o     = r_l2_datasize;
  assign cfg_l2_continuous_o   = r_l2_continuous;
  assign cfg_l2_en_o           = r_l2_en;
  assign cfg_l2_clr_o          = r_l2_clr;
  assign cfg_l2_subchid_o      = ((AFE_RX_TYPE == 1) || (AFE_RX_TYPE == 3)) ? r_l2_subchid : '0;
  assign cfg_l2_chid_o         = ((AFE_RX_TYPE == 2) || (AFE_RX_TYPE == 3)) ? r_l2_chid    : '0;
  assign cfg_buff_startaddr_o  = r_buff_startaddr;
  assign cfg_buff_size_o       = r_buff_size;
  assign cfg_buff_flevel_o     = r_buff_flevel;
  assign cfg_buff_en_o         = r_buff_en;
  assign cfg_buff_clr_o        = r_buff_clr;
  assign cfg_buff_continuous_o = r_buff_continuous;
  assign cfg_buff_overflow_o   = r_buff_overflow;
  assign cfg_afe_ch_mask_o     = r_afe_ch_mask;
  assign cfg_afe_ch_en_mode_o  = r_afe_ch_en_mode;
  assign cfg_afe_ch_en_chid_o  = r_afe_ch_en_chid;
  assign cfg_data_mask_mode_o  = r_data_mask_mode;
  assign cfg_flag_en_o         = r_flag_en;
  assign cfg_flag_mask_o       = r_flag_mask;
  always_ff @(posedge clk_i, negedge rst_ni) begin
    if(~rst_ni) begin
      r_l2_startaddr    <=  '0;
      r_l2_size         <=  '0;
      r_l2_datasize     <=  {L2_NUM_CHS{2'b10}};
      r_l2_continuous   <=  '0;
      r_l2_en           <=  '0;
      r_l2_clr          <=  '0;
      r_l2_subchid      <=  '0;
      r_l2_chid         <=  '0;
      r_buff_startaddr  <=  '0;
      r_buff_size       <=  '0;
      r_buff_continuous <= 1'b0;
      r_buff_overflow   <= 1'b0;
      r_buff_en         <= 1'b0;
      r_buff_clr        <= 1'b0;
      r_buff_flevel     <=  '0;
      r_afe_ch_mask     <=  '1;
      r_afe_ch_en_mode  <= 1'b0;
      r_afe_ch_en_chid  <=  '0;
      r_data_mask_mode  <=  '0;
      r_flag_en         <= 1'b0;
      r_flag_mask       <=  '0;
    end 
    else begin
      r_l2_en    <= '0;
      r_l2_clr   <= '0;
      r_buff_en  <= 1'b0;
      r_buff_clr <= 1'b0;
      if (cfg_valid_i & ~cfg_rwn_i) begin
        if (s_ch_sel_w[4:1] == 4'b1111) begin
          case ({s_ch_sel_w[0],s_reg_sel_w})
            4'b0000:
              r_buff_startaddr  <= cfg_wdata_i[BUFF_AWIDTH-1:0];
            4'b0001:
              r_buff_size       <= cfg_wdata_i[BUFF_TRANS_SIZE-1:0];
            4'b0010:
              r_buff_flevel     <= cfg_wdata_i[BUFF_TRANS_SIZE-1:0];
            4'b0011: begin
              r_buff_clr        <= cfg_wdata_i[5];
              r_buff_en         <= cfg_wdata_i[4];
              r_buff_overflow   <= cfg_wdata_i[3];
              r_buff_continuous <= cfg_wdata_i[0];
            end
            4'b1000:
              r_afe_ch_mask     <= cfg_wdata_i[AFE_NUM_CHS-1:0];
            4'b1001: begin
              r_afe_ch_en_chid  <= cfg_wdata_i[AFE_CHID_WIDTH-1:0];
              r_afe_ch_en_mode  <= cfg_wdata_i[31];
            end
            4'b1010:
              r_data_mask_mode  <= cfg_wdata_i[1:0];
            4'b1100: begin
              r_flag_en         <= cfg_wdata_i[0];
              r_flag_mask       <= cfg_wdata_i[8 +: AFE_FLAG_WIDTH];
            end
          endcase
        end
        else begin
          case (s_reg_sel_w)
            3'b000:
              r_l2_startaddr[s_ch_sel_w]   <= {cfg_wdata_i[L2_AWIDTH_NOAL-1:2],2'b00};
            3'b001:
              r_l2_size[s_ch_sel_w]        <= {cfg_wdata_i[L2_TRANS_SIZE-1:2],2'b00};
            3'b010: begin
              r_l2_clr[s_ch_sel_w]         <= cfg_wdata_i[5];
              r_l2_en[s_ch_sel_w]          <= cfg_wdata_i[4];
              r_l2_datasize[s_ch_sel_w]    <= cfg_wdata_i[2:1];
              r_l2_continuous[s_ch_sel_w]  <= cfg_wdata_i[0];
              if ((AFE_RX_TYPE == 1) || (AFE_RX_TYPE == 3))
                r_l2_subchid[s_ch_sel_w]   <= cfg_wdata_i[16 +: AFE_SUBCHID_WIDTH];
              else
                r_l2_subchid               <= '0;
              if ((AFE_RX_TYPE == 2) || (AFE_RX_TYPE == 3))
                r_l2_chid[s_ch_sel_w]      <= cfg_wdata_i[24 +: AFE_CHID_WIDTH];
              else
                r_l2_chid                  <= '0;
            end
          endcase
        end
      end
    end
  end 
  always_comb begin
    cfg_rdata_o    = '0;
    cfg_flag_clr_o = 1'b0;
    if (s_ch_sel_r[4:1] == 4'b1111) begin
      case ({s_ch_sel_r[0],s_reg_sel_r})
        4'b0000:
          cfg_rdata_o[BUFF_AWIDTH-1:0]     = r_buff_startaddr;
        4'b0001:
          cfg_rdata_o[BUFF_TRANS_SIZE-1:0] = r_buff_size;
        4'b0010:
          cfg_rdata_o[BUFF_TRANS_SIZE-1:0] = r_buff_flevel;
        4'b0011:
          cfg_rdata_o = {27'h0,r_buff_en,r_buff_overflow,2'b10,r_buff_continuous};
        4'b0100:
          cfg_rdata_o[BUFF_AWIDTH-1:0]     = cfg_buff_curr_waddr_i;
        4'b0101:
          cfg_rdata_o[BUFF_AWIDTH-1:0]     = cfg_buff_curr_raddr_i;
        4'b0110:
          cfg_rdata_o[BUFF_TRANS_SIZE-1:0] = cfg_buff_bytes_left_i;
        4'b1000:
          cfg_rdata_o[AFE_NUM_CHS-1:0]     = r_afe_ch_mask;
        4'b1001:
          cfg_rdata_o = {r_afe_ch_en_mode,{(31-AFE_CHID_WIDTH){1'b0}},r_afe_ch_en_chid};
        4'b1010:
          cfg_rdata_o = {30'h0,r_data_mask_mode};
        4'b1100:
          cfg_rdata_o = {{(24-AFE_FLAG_WIDTH){1'b0}},r_flag_mask,7'h0,r_flag_en};
        4'b1101:
          cfg_rdata_o = cfg_flag_data_i;
        4'b1110: begin
          cfg_rdata_o[FLAG_CNT_WIDTH-1:0]  = cfg_flag_cnt_i;
          cfg_flag_clr_o = 1'b1;
        end
        default:
          cfg_rdata_o = '0;
      endcase
    end
    else begin
      case (s_reg_sel_r)
        3'b000:
          cfg_rdata_o[L2_AWIDTH_NOAL-1:0] = r_l2_startaddr[s_ch_sel_r];
        3'b001:
          cfg_rdata_o[L2_TRANS_SIZE-1:0]  = r_l2_size[s_ch_sel_r];
        3'b010: begin
          cfg_rdata_o[24 +:    AFE_CHID_WIDTH] = r_l2_chid[s_ch_sel_r];
          cfg_rdata_o[16 +: AFE_SUBCHID_WIDTH] = r_l2_subchid[s_ch_sel_r];
          cfg_rdata_o[4]   = cfg_l2_en_i[s_ch_sel_r];
          cfg_rdata_o[2:1] = r_l2_datasize[s_ch_sel_r];
          cfg_rdata_o[0]   = r_l2_continuous[s_ch_sel_r];
        end
        3'b100:
          cfg_rdata_o[L2_AWIDTH_NOAL-1:0] = cfg_l2_curr_addr_i[s_ch_sel_r];
        3'b101:
          cfg_rdata_o[L2_TRANS_SIZE-1:0]  = cfg_l2_bytes_left_i[s_ch_sel_r];
        default:
          cfg_rdata_o = '0;
      endcase
    end
  end
  assign cfg_ready_o = 1'b1;
endmodule 
```

## /design/flow/config.mk

```make
export PLATFORM = sky130hd
export DESIGN_NAME = afe_reg_if
export DESIGN_NICKNAME = afe_reg_if
export VERILOG_FILES = /design/flow/design.v
export SDC_FILE = /design/flow/constraint.sdc
export NUM_CORES = 4
export LEC_CHECK = 1
export CORE_AREA = 10 10 326 326
export DIE_AREA = 0 0 336 336
```

## /design/flow/run.sh

```bash
#!/bin/bash
# OpenROAD 26Q1-2900-gdf79404cd8, Yosys 0.63+post, stock flow scripts
make -C /OpenROAD-flow-scripts/flow DESIGN_CONFIG=/design/flow/config.mk WORK_HOME=/design/flow/orfs finish
```

## /design/flow/constraint.sdc

```tcl
current_design afe_reg_if

set clk_period 16.9
set clk_io_pct 0.2

create_clock -name clk0 -period $clk_period [get_ports {clk_i}]

set non_clock_inputs [all_inputs -no_clocks]
set_input_delay [expr $clk_period * $clk_io_pct] -clock clk0 $non_clock_inputs
set_output_delay [expr $clk_period * $clk_io_pct] -clock clk0 [all_outputs]
```

==> metrics.csv <==
metric,value,unit
fin_area,0.0292,mm^2
pin_count,751,
ctsHoldBuffers,0,
cp_max_fo,26,
dieArea,0.113,mm^2
p_per_area,72.9,mW/mm^2
dpl.hpwl,101000,um
edf_count,0,
fin_tns_setup,0,ns
hold_viol,0,
relSlewSlack,0.218,
cts-htree-levels,2,
postCtsSetupRepairBufs,0,
vdd_drop_max,0.0000589,V
track_usage,0.228,
cp_data_arrival_time,8.29,ns
vias_per_cell,5.21,
numCtsBuffers,41,
wl_per_cell,32.6,um
grt_pass1_wl,178000,um
cts_tree,yes,
yosys_cells,2046,
die_h,336,um
num_vias,20984,
outcome,completed,
crit_path_top_delay_cell,nor3_1,
fin_total_pwr,2130,uW
clockBufferDepth,3,
min_period,11.67,ns
gp_congestion,0.948,
cts.sinks,318,
cap_viol_max_count,0,
ys_seq_frac,0.412,
fmax,0.0857,GHz
fp-row-count,115,
postPlaceCellArea,0.0277,mm^2
hold_class,reg2reg,
maxSlewViolCount,0,
holdWs,0.493,ns
ys_area,0.0194,mm^2
power_leakage,0.0118,uW
async_flop_share,1.00,
n_fill_cell,10284,
topCellsByArea,"dfrtp_1, nand2_1, mux2_2, a32o_1, nand3_1",
yosysMostFrequentCell,nand2_1,
synthToLayoutAreaGrowth,50.5,%
grt_overflow,0,
finClkSkew,0,ns
ff_type,dfrtp_1,
yosys_warnings,1,
synth_area_leader_cell,dfrtp_1,
core_util_floorplan,0.196,
totalWireLength,131000,um
io_buffers,681,
warnings,53,
setup_violations,0,
drt-pass1-iter-count,6,
core_area,0.0987,mm^2
synthesis.area,0.0194,mm^2
die_w,336,um
numSynthFlops,318,
dp.cells,3945,
worst_pin_slew,1.16,ns
drtIter0Drc,1940,
synth_cell_types,95,
post_cts_resized,0,
worstSkewPairLatency,0.57,ns
critPathLaunchType,input port,
timing.final.crit_share,0.690,
cpPeakStageDelay,0.88,ns
crit_path_cell_trace,"clkdlybuf4s50_1, buf_4, and3_4, buf_4, nand2_1, o221a_2, a21boi_0, nor3_1, a21oi_1, o22ai_1, clkdlybuf4s50_1",
ant_nets,0,
final_cells,4025,
crit_path_end_kind,primary output,
seqCellArea,0.00798,mm^2
clockRootBuffer,clkbuf_16,
grt_pass1_vias,21425,
avgSynthCellArea,9.47,um^2
drive_above_1_share,0.139,
grt_max_degree,76,
antenna_found_initial,15,
rsz0062_at_grt,no,
cp.required,13.52,ns
drc,0,
synth_cells,2046,
crit_type,in2out,
netlist_top_cells_count,"nand2_1, dfrtp_1, mux2_2",
top_cell_area_share,0.390,
clk_pin_slew,0.06,ns
comb_area,0.0105,mm^2
==> routing by layer <==
layer | track usage | part of all wire | vias up
met2 | 0.351 | 0.45 | 1314
li1 | - | - | 8956
met3 | 0.0867 | 0.11 | 222
met5 | 0 | 0.00070 | -
met4 | 0.0696 | 0.039 | 12
met1 | 0.296 | 0.40 | 10480
==> path summary, 6_finish.rpt <==
path	cells past startpoint	slack, ns	startpoint	endpoint
worst max-delay path	11	5.23	cfg_rwn_i	cfg_rdata_o[7]
worst max register to register	2	15.93	r_l2_startaddr[6]	r_l2_startaddr[6]
worst min-delay path	2	0.49	r_afe_ch_mask[5]	r_afe_ch_mask[5]
min in group asynchronous	1	2.75	rst_ni	r_l2_continuous[0]
worst min register to register	2	0.49	r_afe_ch_mask[5]	r_afe_ch_mask[5]
max in group asynchronous	4	11.74	rst_ni	r_buff_flevel[2]
==> layout make-up <==
type | instances | area share
Multi-Input combinational cell | 1537 | 0.360
Sequential cell | 318 | 0.274
Timing Repair Buffer | 781 | 0.259
Antenna cell | 4 | 0.000343
Inverter | 22 | 0.00287
Clock buffer | 52 | 0.0387
Clock inverter | 24 | 0.0103
Tap cell | 1287 | 0.0552
==> where the power goes <==
part / switching [uW] / internal [uW] / total [uW]
clock network: 401 / 530 / 931
registers: 18.3 / 775 / 794
logic: 234 / 168 / 402
==> critical path, delay by kind of cell <==
kind / cells / cell delay, ns
and+or+nand+nor: 3 / 1.94
buffers and inverters: 4 / 1.84
AOI/OAI and AO/OA: 4 / 1.04
==> layout by cell type (no fill, tap or decap), types with 14 or more instances in the layout <==
cell type          n
clkdlybuf4s50_1  677
nand2_1          339
dfrtp_1          302
mux2_2           110
buf_4            101
nand3_1           96
nor2_1            82
o21ai_0           77
a32o_1            61
and3_1            56
a21oi_1           54
a22o_1            50
conb_1            49
clkbuf_16         41
a221oi_1          40
mux2i_1           39
a31oi_1           37
nor3_1            33
a211oi_1          31
a22oi_1           28
a311oi_1          26
o22ai_1           25
and2_1            20
o2bb2ai_1         20
nor2b_1           19
mux4_2            19
inv_1             16
dfstp_2           16
ha_1              15
o211ai_1          14
==> sequential cells by signal (all words and copies together), names as in the netlist, 2 cells and up <==
name / flops
r_buff_size: 10
r_l2_clr: 8
r_l2_size: 128
r_l2_en: 8
r_l2_datasize: 16
r_data_mask_mode: 2
r_l2_continuous: 8
r_l2_startaddr: 96
r_afe_ch_en_chid: 4
r_flag_mask: 4
r_afe_ch_mask: 8
r_buff_flevel: 10
r_buff_startaddr: 10
==> logic make-up (layout without fill, tap and decap cells) <==
| family | count (synthesis) | in the layout | synth area share |
|---|---|---|---|
| AND/OR/NAND/NOR | 728 | 728 | 0.181 |
| AND-OR/OR-AND | 562 | 562 | 0.220 |
| flip-flops | 318 | 318 | 0.412 |
| buffers and inverters | 238 | 879 | 0.0604 |
| multiplexers | 174 | 174 | 0.110 |
| adder cells (fa/ha/maj) | 16 | 16 | 0.0107 |
| XOR/XNOR | 8 | 8 | 0.00684 |
| other | 2 | 53 | 0.000387 |
==> metrics by stage <==
stage / util / setup slack (ns)
4_1_cts: 0.295 / 5.30
5_1_grt: 0.295 / 5.12
6_report: 0.295 / 5.23
3_3_place_gp: 0.281 / 5.27
3_5_place_dp: 0.281 / 5.32
2_1_floorplan: - / 8.41
Power and IR drop assume default switching activity.
